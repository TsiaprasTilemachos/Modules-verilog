==> ./config.mk <==
export PLATFORM = sky130hd
export DESIGN_NAME = decoder
export DESIGN_NICKNAME = decoder
export VERILOG_FILES = /design/flow/design.v
export SDC_FILE = /design/flow/constraint.sdc
export NUM_CORES = 4
export LEC_CHECK = 1
export CORE_AREA = 10 10 70 70
export DIE_AREA = 0 0 80 80
==> ./run.sh <==
#!/bin/bash
# OpenROAD 26Q1-2900-gdf79404cd8, Yosys 0.63+post, stock flow scripts
make -C /OpenROAD-flow-scripts/flow DESIGN_CONFIG=/design/flow/config.mk WORK_HOME=/design/flow/orfs finish
==> ./constraint.sdc <==
current_design decoder

set clk_period 1.0
set clk_io_pct 0.2

create_clock -name clk0 -period $clk_period

set non_clock_inputs [all_inputs -no_clocks]
set_input_delay [expr $clk_period * $clk_io_pct] -clock clk0 $non_clock_inputs
set_output_delay [expr $clk_period * $clk_io_pct] -clock clk0 [all_outputs]
==> ./design.v <==
`timescale 1ns / 1ps
module decoder ( gray_counter, disp_out);
	input [3:0] gray_counter;
	output [3:0]  disp_out;
	reg [6:0] hex;
	assign disp_out = hex;
	always @(*)
	begin
		case(gray_counter)
			4'b0000 : hex <= 7'h7E;
            4'b0001 : hex <= 7'h30;
            4'b0010 : hex <= 7'h6D;
            4'b0011 : hex <= 7'h79;
            4'b0100 : hex <= 7'h33;          
            4'b0101 : hex <= 7'h5B;
            4'b0110 : hex <= 7'h5F;
            4'b0111 : hex <= 7'h70;
            4'b1000 : hex <= 7'h7F;
            4'b1001 : hex <= 7'h7B;
            4'b1010 : hex <= 7'h77;
            4'b1011 : hex <= 7'h1F;
            4'b1100 : hex <= 7'h4E;
            4'b1101 : hex <= 7'h3D;
            4'b1110 : hex <= 7'h4F;
            4'b1111 : hex <= 7'h47;
		endcase
	end
endmodule
==> out/qor.txt <==
Status = finished with violations
Failing checks = negative setup slack
YS warnings = 1
First-pass DRT Iterations = 4
Slowest stage cell, crit path = mux4_2
Fmax = 705 MHz
Max VDD drop = 55.0 µV
MaxCap Viol Count = 0
CP Class = in2out
Fin area = 494 µm²
MI comb area = 239 µm²
CP Data Arrival Time = 1.22 ns
Die Ht = 80 µm
Storage cell area = 0 µm²
FP Util = 0.0582
Placed cell area = 413 µm²
Core Box Area = 3420 µm²
Min Tclk post-route = 1.42 ns
Cell Type Count = 12
Setup TNS = -1.32 ns
Filler cells = 386
Hold Vio Cnt, Final = 0
Slew headroom = 0.867
First-pass GRT wire length = 1030 µm
Placer Congestion = 0.686
Final Max Tran Viols = 0
Congestion Overflow GR = 0
Die Size = 6400 µm²
Setup Slack @ Placement = -1.15 ns
Total Routing Usage GR = 0.0185
Critical path required time = 0.80 ns
Hold_sp = gray_counter[0]
Worst Setup Start Kind = primary input
Cells in synth_stat.txt = 22
Crit share post-route = 1.42
Via-per-instance ratio = 2.58
Post-Syn Area = 199 µm²
DR iter-0 viols = 3
Drt drc = 0
Power density cells = 330 nW/µm²
Vias in the first global route = 217
IO buf count = 8
Final setup fails = 4
Avg WL per Cell = 7.08 µm
RSZ-0062 raised after global routing = yes
Yosys stat area = 199 µm²
WL final = 602 µm
Crit path cell chain = buf_8 -> buf_12 -> inv_12 -> ha_4 -> mux4_2 -> buf_2
Syn_area_per_cell = 9.04 µm²
Slew @ Worst Pin = 0.199 ns
Worst hold-check path type = in2out
Setup crit end kind = primary output
Post-layout total power = 163 µW
Gate Count Post-Synth = 22
Area Overhead vs Synth = 148%
Worst setup path startpoint = gray_counter[1]
Slowest Stage Delay on Critical Path = 0.43 ns
Clock Buffer Count = 0
Post-DP HPWL = 451 µm
Tool warning count = 40
Fin worst setup slack = -0.419 ns
IO Pins = 8
Seq/Total Area, Yosys = 0
Ratio of cells with drive above 1 in the final layout = 0.821
Antenna violations before repair = 0
CP max FO = 3
Rows = 21
Hold-fix buffers, CTS = 0
Layout sequential cell count = 0
Post-detailed-route count of antenna-violating nets = 0
Pin count of the biggest net entering global routing = 7
Inserted Diodes = 0
Via count = 219
Die width = 80 µm
Pleak = 0.195 nW
-- per-layer routing --
layer  global-route usage  up-vias  share of wire
met2               0.0273        8           0.38
met4                    0        0              0
met5                    0        -              0
li1                     -      109              -
met1               0.0244      102           0.49
met3               0.0102        0           0.12
-- layout by cell type (no fill, tap or decap), types with 2 or more instances in the layout --
cell type      n
buf_4          7
inv_1          2
dlygate4sd2_1  2
nor3_2         2
buf_6          3
buf_2          3
a21oi_2        2
ha_4           4
mux2_4         2
-- through the flow --
stage / hold slack (ns) / cells / util
2_1_floorplan: 0.419 / 22 / -
3_3_place_gp: 1.52 / 81 / 0.121
3_5_place_dp: 1.52 / 81 / 0.121
4_1_cts: 0.955 / 85 / 0.136
5_1_grt: 0.948 / 85 / 0.145
6_report: 0.914 / 85 / 0.145
-- kinds of logic (layout without fill, tap and decap cells) --
logic type      after synthesis  in the layout  share of synthesized area
compound gates                3              3                      0.126
fa+ha+maj                     6              6                      0.377
buf+inv                       6             23                      0.151
mux                           3              3                      0.245
simple gates                  4              4                      0.101
-- cell usage after synthesis (all sizes together) --
library cell  count  share of area
mux4              1           0.11
o32a              1          0.057
mux2              2           0.13
buf               1          0.057
a21oi             2          0.069
inv               5          0.094
nor3              2          0.050
nor2b             1          0.031
ha                6           0.38
nand2             1          0.019
-- worst paths after layout --
kind           to  slack (ns)  cells past startpoint
max   disp_out[3]       -0.42                      6
min   disp_out[0]        0.91                      5
-- final cells by class --
cell class,count,share of cell area
Inverter,5,0.0785
Multi-Input combinational cell,16,0.484
Tap cell,46,0.116
Timing Repair Buffer,18,0.322
-- timing repair --
action / 4_1_cts / 5_1_grt
gates resized: 29 / 12
endpoints found under the hold margin: 0 / 0
pin swaps: 3 / 3
setup buffers: 4 / 2
setup endpoints to repair: 4 / 4
-- report_power, final --
part | total [mW] | internal [mW] | switching [mW]
combinational | 0.163 | 0.0989 | 0.0644
sequential | 0 | 0 | 0
clock | 0 | 0 | 0
total | 0.163 | 0.0989 | 0.0644
-- critical path: cells and delay by family --
family	cells	cell delay, ns
buffers and inverters	4	0.40
multiplexers	1	0.43
adder cells (fa/ha/maj)	1	0.18
Power and IR drop assume default switching activity.
