**flow/config.mk**
```make
export PLATFORM = sky130hd
export DESIGN_NAME = debounce
export DESIGN_NICKNAME = debounce
export VERILOG_FILES = /design/flow/design.v
export SDC_FILE = /design/flow/constraint.sdc
export NUM_CORES = 4
export LEC_CHECK = 1
export CORE_AREA = 10 10 114 114
export DIE_AREA = 0 0 124 124
```
**flow/constraint.sdc**
```tcl
current_design debounce

set clk_period 2.6
set clk_io_pct 0.2

create_clock -name clk0 -period $clk_period [get_ports {clk}]

set non_clock_inputs [all_inputs -no_clocks]
set_input_delay [expr $clk_period * $clk_io_pct] -clock clk0 $non_clock_inputs
set_output_delay [expr $clk_period * $clk_io_pct] -clock clk0 [all_outputs]
```
**flow/design.v**
```verilog
`timescale 1ns / 1ps
module debounce #(parameter DELAY=1500000)    
	             (input rst, input clk, input noisy, output reg clean);
	reg [20:0] count;
	always @ (posedge clk or posedge rst) begin
		if(rst == 1) begin
			count <= 19'b0;
			clean <= 0;
		end
		else begin
			if (noisy == 1'b1) begin
				if (count >= DELAY) begin
					clean <= 1;
				end
				else 
				begin
					clean <= 0;
					count <= count + 21'b1;
				end
			end
			else begin
				count <= 0;
				clean <= 0;
			end
		end
	end
endmodule
```
**flow/run.sh**
```bash
#!/bin/bash
# OpenROAD 26Q1-2900-gdf79404cd8, Yosys 0.63+post, stock flow scripts
make -C /OpenROAD-flow-scripts/flow DESIGN_CONFIG=/design/flow/config.mk WORK_HOME=/design/flow/orfs finish
```
==> notes.org <==
#+TITLE: Physical design notes

** Run status
- Status :: finished, final reports clean

** Drt
- Using the TritonRoute via totals, the vias-per-cell ratio works out to 3.261.
- The detailed router finished its first iteration with 23 violations.
- Wire segments on met2 add up to 1073 um in the final route.
- Average wire length per cell after detail routing :: 9.075 um
- Summing over every cut layer, the via total after detailed routing is 874.
- After detailed routing, the number of remaining DRC violations is 0.
- Final wirelength :: 2432 um
- Routed wl met3 :: 119 um
- 0 antenna diodes ended up in the layout.
- Highest metal layer with signal wires :: met4
- Number of optimization iterations in the first detailed-route pass :: 4
- DRT met1 WL :: 1218 um
- Residual antenna-violating net count after detailed routing :: 0

** Worst setup path
- The worst setup path is launched from a flip-flop.
- Largest delay share family, worst path :: simple AND/OR/NAND/NOR gates
- Critical setup path kind :: flip-flop to flip-flop
- The critical path maximum fanout is 7.
- The slowest stage of the critical path is the dfrtp_1 cell.
- Data arrives at the worst endpoint at 1.77 ns.
- Critical path buffer and inverter count :: 0
- The critical path endpoint has a required time of 2.75 ns.
- Category of the worst setup path capture point :: flip-flop
- Traced cell by cell, the critical path runs through ha_1, and3_1, o211ai_4, nor3_1, xor2_1, and2_1.
- In this design, the stage delay of the slowest critical-path cell is 0.41 ns.

** Timing
- Final Critical Period :: 1.627 ns
- Final number of setup-violating endpoints :: 0
- Part of the cycle the worst path needs :: 62.57%
- Across all hold checks on the routed design, the worst slack comes to 0.5662 ns.
- For this run, the top clock speed supported by timing is 0.6147 GHz.
- RSZ-0062 raised after global routing :: false
- For reference, the final report shows the hold violation count at 0.
- Per the slew report, the remaining headroom to the max-slew limit stands at 47.93%.
- The final timing report lists a max-slew violation count of 0.
- Setup slack closes at 0.9732 ns.
- The transition time recorded at the tightest slew-check pin is 0.7786 ns.
- The final layout reports a setup TNS of 0 ns.
- For the final database, setup skew stands at 0.002703 ns.

** Place
- Number of placed cells counting well taps :: 265
- Final GP Congestion :: 0.7427
- Detailed placement HPWL :: 1714 um
- The placement report lists the number of port buffers as 3.
- Before CTS, the worst setup slack after placement is 0.7347 ns.
- Total placed instance area :: 1556 um2

** Floorplanning
- The die covers 15,380 um2.
- 4 I/O pins were placed.
- The total area inside the core boundary comes to 10,420 um2.
- For reference, the placement row count at floorplan is 37.
- Die width :: 124 um
- Initial Utilization :: 13.02%
- The die is 124 um tall.

** Finish
- Compared with the post-synthesis result, the final layout area differs by 17.80%.
- Final non-filler cell area :: 1598 um2
- Number of standard cells in the final layout excluding fillers :: 268
- Per the final layout report, the fraction of cells sized above drive strength 1 comes to 16.67%.

** Global routing
- Tot GR Track Use :: 3.534%
- Via count of the first global-routing pass :: 935
- Number of antenna violations at the first check in global routing :: 0
- Overflow left after global routing :: 0
- Maximum number of pins on one net before global-route repair :: 27
- The first global-routing pass estimated 4429 um of wire.

** Clock tree
- Number of clock sinks :: 22
- Clock input transition at the sequential cells of the worst setup and hold paths :: 0.07 ns
- The clock passes through at most 2 buffers.
- Per the skew report, the later register of the worst-skew pair sees a clock latency of 0.26 ns.
- The number of hold buffers added after CTS was 0.
- Number of post-CTS setup repair buffers :: 0
- TritonCTS Buffers :: 3
- The number of gates resized after CTS was 0.
- H-tree levels :: 1
- TritonCTS built the clock tree.
- The tree is rooted in a clkbuf_8.

** Synth
- The synthesized netlist has a Yosys-reported chip area of 1356 um2.
- The warning tally printed by Yosys for this design is 1.
- Synthesized area per cell :: 10.68 um2
- After synthesis, flip-flops and latches occupy 40.59% of the total area.
- Number of cell instances after yosys synthesis :: 127
- Count of mapped cells out of synthesis :: 127
- Registers, synthesis :: 22
- Counting distinct cell types in the post-synthesis netlist gives 38.
- Before any placement, the netlist area is recorded as 1356 um2.

** Power and ir drop
- The leakage power in the latest report is 0.6505 nW.
- Worst IR drop on VDD :: 0.1365 mV
- The script computed a power per unit cell area of 365.0 nW/um2.

** Min path
- The path class of the tightest hold or removal check is flip-flop to flip-flop.

** Job
- Max-cap violations in this run came to 0.
- OpenROAD warnings :: 27
[logic make-up after synthesis]
family	after synthesis	share of synthesized area, %
flops	22	40.59
buf+inv	9	2.491
compound gates	15	11.99
fa+ha+maj	2	1.845
simple gates	61	31.27
xor+xnor	16	10.33
mux	2	1.476
[path summary, 6_finish.rpt]
kind | endpoint | slack, ns | start | cells after the start
setup / recovery | count[14] | 0.97 | count[1] | 6
hold / removal | count[7] | 0.57 | count[7] | 2
setup reg to reg | count[14] | 0.97 | count[1] | 6
hold reg to reg | count[7] | 0.57 | count[7] | 2
max in group asynchronous | count[12] | 1.73 | rst | 3
min in group asynchronous | clean | 0.65 | rst | 3
[final cells by class]
cell class | count | area (um2)
clock buffer | 3 | 41.29
fill | 1162 | 8818
inverter | 7 | 26.28
multi-input combinational | 96 | 772.0
sequential | 22 | 550.5
tap | 136 | 170.2
timing repair buffer | 4 | 37.54
[power breakdown]
part,internal [W],switching (W)
registers,0.000346,0.00000441
logic,0.0000102,0.0000174
clock network,0.000103,0.000102
[placed cells by master, fill, tap and decap left out, types with 3 or more instances in the layout]
cell type and n:
nor3_2 4, clkbuf_8 3, nor3_1 4, inv_1 7, xor2_1 12, a211oi_1 4, dfrtp_1 22, and2_1 16
nand2_1 9, clkdlybuf4s50_1 3, nand3_1 6, xnor2_1 4
[state kept, by name, indices dropped and copies added, names as in the netlist]
signal,count
clean,1
count,21
[Yosys cell counts (all sizes together)]
library cell | number | area share (%)
or3 | 1 | 0.46
ha | 2 | 1.8
mux2i | 2 | 1.5
o211ai | 2 | 3.1
nor2b | 1 | 0.46
nor3 | 8 | 4.4
and4 | 3 | 2.0
inv | 7 | 1.9
dfrtp | 22 | 41
xnor2 | 4 | 2.6
or2 | 1 | 0.46
nor3b | 1 | 0.55
nand3 | 6 | 2.2
nand4bb | 1 | 2.0
nand4 | 4 | 2.8
and2 | 16 | 7.4
a211oi | 5 | 3.1
a21oi | 2 | 1.0
nor4b | 1 | 1.8
clkbuf | 2 | 0.55
nand3b | 1 | 0.55
nor2 | 4 | 1.8
xor2 | 12 | 7.7
and3 | 2 | 0.92
nand2 | 9 | 2.5
nand2b | 2 | 0.92
o21ai | 4 | 2.6
a31oi | 1 | 1.6
a21boi | 1 | 0.55
[metal layers]
layer / up-vias / track usage, %
met3: 2 / 1.240
met2: 3 / 5.397
met5: - / 0
met4: 0 / 0.5036
met1: 421 / 4.845
li1: 448 / -
[metrics by stage]
stage          total power [W]  util, %
6_report             0.0005832    15.34
4_1_cts              0.0005964    15.34
5_1_grt              0.0006193    15.34
3_3_place_gp         0.0003846    14.94
3_5_place_dp         0.0003854    14.94
2_1_floorplan        0.0003739        -
[tightest hold or removal path, stage by stage, from the launching register on]
cell and delay, ns:
dfrtp_1 0.41, nand2_1 0.06, mux2i_1 0.06
Power is estimated from default activity; no workload was simulated.
